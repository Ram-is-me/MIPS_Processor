<file path="design/flow/config.mk">
export PLATFORM = sky130hd
export DESIGN_NAME = jump_pc
export DESIGN_NICKNAME = jump_pc
export VERILOG_FILES = /design/flow/design.v
export SDC_FILE = /design/flow/constraint.sdc
export NUM_CORES = 4
export LEC_CHECK = 1
export CORE_AREA = 10 10 70 70
export DIE_AREA = 0 0 80 80
</file>
<file path="design/flow/constraint.sdc">
current_design jump_pc

set clk_period 6.9
set clk_io_pct 0.2

create_clock -name clk0 -period $clk_period

set non_clock_inputs [all_inputs -no_clocks]
set_input_delay [expr $clk_period * $clk_io_pct] -clock clk0 $non_clock_inputs
set_output_delay [expr $clk_period * $clk_io_pct] -clock clk0 [all_outputs]
</file>
<file path="design/flow/design.v">
module jump_pc(in_pc,jumper,jump_pc,out_pc);
  input [31:0]in_pc;
  input [25:0]jumper;
  output reg [31:0]jump_pc=0,out_pc=0;
  always@(in_pc)
  begin
    out_pc = in_pc+4;
  end
  always@(out_pc,jumper)
  begin
    jump_pc = {out_pc[31:29],jumper<<2};
  end
endmodule
</file>
<file path="design/flow/run.sh">
#!/bin/bash
# OpenROAD 26Q1-2900-gdf79404cd8, Yosys 0.63+post, stock flow scripts
make -C /OpenROAD-flow-scripts/flow DESIGN_CONFIG=/design/flow/config.mk WORK_HOME=/design/flow/orfs finish
</file>
==> job_summary.md <==
### Yosys + OpenROAD results

| Metric | Value |
|---|---|
| Worst-margin pin slew | `0.546 ns` |
| Largest net degree at the start of global routing | `9` |
| FF/Latch Area | `0 sq um` |
| Fin. max-slew vios | `0` |
| DP Worst Slack | `1.82 ns` |
| Setup WS post-layout | `1.85 ns` |
| Total leakage power | `0.451 nW` |
| Post-Layout Cell Count | `195` |
| P per Cell Area | `45.0 nW/um^2` |
| Distinct lib cells | `19` |
| Crit path kind | `in2out` |
| Fin crit share | `0.732` |
| Via Count | `821` |
| Vias per inst | `4.21` |
| RePlAce Congestion | `0.767` |
| Grt ovf | `0` |
| RSZ-0062 raised after global routing | `false` |
| Initial antenna violation count | `0` |
| GRT Util Overall | `0.0739` |
| Power Internal | `0.0000398 W` |
| Hold Path Class | `in2out` |
| Vias in the first global route | `860` |
| Resize count post-CTS | `0` |
| Crit Path Max Fanout | `8` |
| Area leader share | `0.310` |
| Finish-stage setup viols | `0` |
| # diodes | `0` |
| Max_slew headroom | `0.633` |
| Die W | `80 microns` |
| Die Ht | `80 microns` |
| Count leader, synth | `buf_4` |
| Sw Share | `0.304` |
| Core area | `3420 sq um` |
| First-pass iteration count of the detailed router | `4` |
| Number of port buffers | `63` |
| Hold Path Sink | `jump_pc[11]` |
| YS warnings | `1` |
| Die ar. | `6400 sq um` |
| Synth Cell Area | `825 sq um` |
| F_max | `198 MHz` |
| Peak supply drop | `17.0 uV` |
| # Cells Yosys | `116` |
| Post-CTS Setup Bufs | `0` |
| WL final | `2.55 mm` |
| Min Tclk post-route | `5.05 ns` |
| Number of failing hold endpoints at the final stage | `0` |
| Clock network power share | `0` |
| Global-route wire length before repair | `4.00 mm` |
| Most frequent cells after synthesis | `34 x buf_4, 21 x xnor2_1, 10 x nand2_1, 10 x nand3_1, 9 x nand4_1` |
| Setup tns final | `0 ns` |
| Seq Cell Count | `0` |
| CP endpoint kind | `output port` |
| Worst Hold Path Cells | `0` |
| DR iter-0 viols | `15` |
| Tool Warnings | `34` |
| Max Cap Viol | `0` |
| YS chip area | `825 sq um` |
| Synthesized area per cell | `7.11 sq um` |
| Mapped Cells | `116` |
| Clock buffer cells | `0` |
| Combinational power share | `1.000` |
| Status | `finished clean` |
| Synth-to-Final Area Change | `54.3%` |
| CP arrival | `3.67 ns` |
| Post-synth seq share | `0` |
| Cell area leaders | `buf_4 31%, xnor2_1 22%, xor2_1 7.4%` |
| Cts hold-fix bufs | `0` |
| Rows | `21` |
| Switching Power | `0.0000174 W` |
| Flop pwr share | `0` |
| Number of routed nets with antenna violations | `0` |
| # IOs | `122` |
| Detail-routed net length per standard cell | `13.1 microns` |
| Cells after DPL | `195` |
| Cell type with the largest total area | `buf_4` |
| Detailed-route DRC error count | `0` |
| DPL Wire Length | `2.22 mm` |
| Fp_density | `0.241` |
| Startpoint types | `primary input` |
| Hold_sp | `jumper[9]` |
| Crit path DRT | `5.52 ns` |
| Layout cells sized above 1 | `0.0470` |
[per-stage QoR]
stage / power, W / utilization / area, sq um / hold slack, ns
after floorplan: 0.0000222 / - / 840 / 2.77
after global placement: 0.0000578 / 0.373 / 1270 / 2.76
after detailed placement: 0.0000580 / 0.373 / 1270 / 2.76
after CTS: 0.0000584 / 0.373 / 1270 / 2.76
after global routing: 0.0000630 / 0.373 / 1270 / 2.76
final: 0.0000572 / 0.373 / 1270 / 2.76
[metal layers]
layer  global-route usage  share of wire  up-vias
li1                     -              -      422
met1               0.0890           0.42      354
met2                0.125           0.46       43
met3               0.0295           0.12        2
met4              0.00528         0.0039        0
met5                    0              0        -
[cells by family after synthesis]
| kind of cell | after synthesis | share of synthesized area |
|---|---|---|
| XOR/XNOR | 28 | 0.297 |
| adder cells (fa/ha/maj) | 1 | 0.0152 |
| buffers and inverters | 36 | 0.319 |
| other | 1 | 0.00455 |
| AND/OR/NAND/NOR | 50 | 0.364 |
[power groups by stage]
stage / sequential, W / clock [W] / combinational [W]
4_1_cts: 0 / 0 / 0.0000584
6_report: 0 / 0 / 0.0000572
5_1_grt: 0 / 0 / 0.0000630
[how the worst max path moves through the flow]
| stage | startpoint | endpoint | slack, ns |
|---|---|---|---|
| after CTS | in_pc[2] | out_pc[30] | 1.82 |
| after global routing | in_pc[2] | out_pc[30] | 1.61 |
| final | in_pc[2] | out_pc[30] | 1.85 |
[cells in the final DEF, fill, tap and decap left out]
| cell | Yosys | final |
|---|---|---|
| or2_2 | 2 | 2 |
| and3_1 | 2 | 2 |
| and2_1 | 1 | 1 |
| nor2_1 | 7 | 7 |
| xnor2_1 | 21 | 21 |
| nand3_2 | 1 | 1 |
| nand3_1 | 10 | 10 |
| inv_1 | 2 | 2 |
| xor2_1 | 7 | 7 |
| clkdlybuf4s50_1 | 0 | 63 |
| conb_1 | 1 | 5 |
| nand2_1 | 10 | 10 |
| nand4_1 | 9 | 9 |
| and4_1 | 1 | 1 |
| nor4_4 | 2 | 2 |
| and4_2 | 1 | 1 |
| nor3_1 | 3 | 3 |
| ha_1 | 1 | 1 |
| nand4_2 | 1 | 1 |
[worst max-delay path: stages]
cell and delay (ns):
clkdlybuf4s50_1 0.52, ha_1 0.20, nand3_1 0.22, nor4_4 0.47, nand3_1 0.16, xnor2_1 0.20, clkdlybuf4s50_1 0.50
[area by class of cell]
cell class | instances | area [sq um]
Fill cell | 362 | 2140
Multi-Input combinational cell | 84 | 577
Tap cell | 46 | 57.6
Timing Repair Buffer | 63 | 631
Inverter | 2 | 7.51
No activity file was given, so power comes from the tool's default toggle rates.
