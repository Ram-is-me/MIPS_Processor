### design.v
module new_pc(in_pc,jump_pc,branch_pc,jump,branch,new_pc);
  input [31:0]in_pc,jump_pc,branch_pc;
  input jump,branch;
  reg [31:0]temp_pc;
  output reg[31:0] new_pc=0;
  always@(in_pc,jump_pc,branch_pc)
  begin
    case(branch)
      0: temp_pc = in_pc;
      1: temp_pc = branch_pc;
    endcase
    case(jump)
      0: new_pc = temp_pc;
      1: new_pc = jump_pc;
    endcase
  end
endmodule
### run.sh
#!/bin/bash
# OpenROAD 26Q1-2900-gdf79404cd8, Yosys 0.63+post, stock flow scripts
make -C /OpenROAD-flow-scripts/flow DESIGN_CONFIG=/design/flow/config.mk WORK_HOME=/design/flow/orfs finish
### config.mk
export PLATFORM = sky130hd
export DESIGN_NAME = new_pc
export DESIGN_NICKNAME = new_pc
export VERILOG_FILES = /design/flow/design.v
export SDC_FILE = /design/flow/constraint.sdc
export NUM_CORES = 4
export LEC_CHECK = 1
export CORE_AREA = 10 10 88 88
export DIE_AREA = 0 0 98 98
### constraint.sdc
current_design new_pc

set clk_period 1.0
set clk_io_pct 0.2

create_clock -name clk0 -period $clk_period

set non_clock_inputs [all_inputs -no_clocks]
set_input_delay [expr $clk_period * $clk_io_pct] -clock clk0 $non_clock_inputs
set_output_delay [expr $clk_period * $clk_io_pct] -clock clk0 [all_outputs]
==> results_slide.txt <==
Physical Implementation Snapshot

Cells and area
  – Layout area overhead: 184.8%
  – Flop area: 0 um2
  – Most frequent cells in the layout: dlygate4sd2_1, nand2_1, buf_2, o21ai_1, mux2i_1
  – Finished Core Util: between 30% and 40%
  – Clock Buffer Count: 0
  – Fill cell count: about 660
  – Finished Cell Area: ~2000 um2
  – Flop count: 0
  – Commonest Layout Cell: dlygate4sd2_1
  – Fraction of layout cells with a size suffix above 1: about a quarter

Global routing
  – Gr usage total: ~8.4%
  – Largest net degree at the start of global routing: 25
  – Global route overflow: 0
  – Number of global-route vias before repair: about 1400
  – First-pass GRT wire length: approximately 6.8 mm
  – Antenna violations before repair: 0

Worst setup path
  – Startpoint types: primary input
  – Critical path endpoint: new_pc[1]
  – Critical path's slowest cell: mux2i_1
  – Nature of the critical path endpoint: output pin
  – Worst EP arrival: 0.91 ns
  – CP top delay family: buffers and inverters
  – Crit Path Category: primary input to output pin
  – Crit-path max cell delay: 0.15 ns
  – Critical Path Start: branch
  – Critical path cell sequence: buf_12, buf_12, buf_16, mux2i_1, o21ai_1, buf_2
  – CP Data Required Time: around 0.8 ns
  – Cell repeated most along the worst path: buf_12
  – Buffers plus inverters on the worst setup path: 4
  – Crit path max fanout: 8
  – Crit path depth: 6

Detailed routing
  – First-pass DRT Iterations: 4
  – Number of remaining DRC errors: 0
  – DR vias/cell: roughly 4.0
  – Post-route ant nets: 0
  – Routed length per placed instance: around 14 um
  – WL final: 4.565 mm
  – N_diodes: 0
  – WL met2: 2.171 mm
  – Top Metal Used: met3
  – WL met1: between 1.5 and 2 mm
  – Routed met3 length: roughly 500 um
  – Vias after detailed routing: about 1300
  – DRT iter0 DRCs: 15

Power and ir drop
  – Power per cell area: around 360 nW/um2
  – Internal: about 500 uW
  – NetSw: between 200 and 250 uW
  – Design Power: 740.7 uW
  – Pleak: 1.061 nW
  – Net Sw Frac: around 32%
  – Reg power frac: 0%
  – Clock power frac: 0%
  – VDD IR-drop max: ~0.00014 V
  – Comb pwr share: 100.0%

Clock network
  – Hold buffers post-CTS: 0

Yosys
  – Yosys chip area: ~710 um2
  – Xor/xnor share: 0%
  – Dominant comb cell: multiplexers
  – Synthesis Warnings: 1
  – Max-area cell share: between 40 and 50%
  – Gate Count Post-Synth: around 110
  – Aoi share: approximately a quarter
  – Sequential fraction of the synthesis area: 0%
  – Basic Gates by Area: 16.81%
  – Synth unique cells: 8
  – Top post-synthesis cells by area: mux2i_1, o21ai_1, nand2_1
  – Adder Area Share: 0%
  – Yosys top cell by area: mux2i_1
  – Avg Cell Area, Syn: roughly 6.7 um2
  – Mux share: 44.83%
  – Syn Std Cell Area: about 710 um2
  – Number of cells in Yosys stat: 107

Run status
  – Failing checks: setup timing
  – Outcome: finished with violations

Final timing
  – Fmax: 898.5 MHz
  – Final Critical Period: about 1.1 ns
  – Setup-failing EPs final: 32
  – Tightest Pin Transition: about 0.18 ns
  – Final Hold Fails: 0
  – WHS: 0.7748 ns
  – Final Max Tran Viols: 0
  – Setup slack after layout: -0.1130 ns
  – Post-route clock period utilization: 111.3%
  – RSZ-0062 raised after global routing: yes
  – Slew margin rel.: about nine tenths

Placement
  – Setup WS pre-CTS: -0.5959 ns
  – Global placer's final weighted congestion: a little under 0.8
  – I/O Buffers: 130
  – Post-DP Area: between 2000 and 2500 um2
  – Post-detailed-placement half-perimeter wirelength: 3.736 mm

Die
  – Die Y: around 98 um
  – Fp_density: 12.07%
  – Site Rows: 28
  – Die width: approximately 100 um
  – Core ar.: around 5900 um2
  – Chip Area: 9604 um2
  – IO Count: roughly 130

Job
  – Number of OpenROAD warnings: 34
  – Maxcap violations: 0

Worst hold path
  – Worst min-delay path category: primary input to output pin
## power by group through the flow
stage,sequential (mW),clock [mW],combinational [mW]
global route,0,0,0.824
CTS,0,0,0.718
finish,0,0,0.741
## final cells by class
class                           count  area (um2)  share of cell area, %
Tap cell                           75       93.84                  4.613
Multi-Input combinational cell     96       630.6                  31.00
Timing Repair Buffer              147        1310                  64.39
## cells in the mapped netlist
| master | count |
|---|---|
| buf_2 | 7 |
| buf_12 | 3 |
| o21ai_1 | 28 |
| nand2_1 | 32 |
| o21ai_0 | 2 |
| buf_6 | 1 |
| o21ai_2 | 2 |
| mux2i_1 | 32 |
## per-layer routing
| metal | up-vias | track usage (%) |
|---|---|---|
| li1 | 648 | - |
| met1 | 538 | 9.727 |
| met2 | 71 | 14.72 |
| met3 | 0 | 3.627 |
| met4 | 0 | 0 |
| met5 | - | 0 |
## cell families (layout without fill, tap and decap cells)
group,count (synthesis),after routing
AOI/OAI and AO/OA,32,32
muxes,32,32
and+or+nand+nor,32,32
buffers and inverters,11,147
## how the worst min path moves through the flow
stage                  startpoint          to  slack, ns  cells after the start
after CTS             jump_pc[28]  new_pc[28]       0.79                      4
after global routing  jump_pc[25]  new_pc[25]       0.83                      4
final                 jump_pc[31]  new_pc[31]       0.77                      4
## stage by stage
| stage | TNS, ns | std cells |
|---|---|---|
| final | -2.124 | 318 |
| after global routing | -3.912 | 318 |
| after CTS | -2.454 | 315 |
| after detailed placement | -16.94 | 309 |
| after global placement | -16.74 | 309 |
| after floorplan | 0 | 107 |
## timing repair
action / 4_1_cts / 5_1_grt
setup endpoints to repair: 32 / 32
gates resized: 191 / 9
setup buffers: 4 / 1
pin swaps: 40 / 16
endpoints found under the hold margin: 0 / 0
gates cloned: 2 / 2
Power is estimated from default activity; no workload was simulated.
