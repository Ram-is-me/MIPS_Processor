==> flow/design.v <==
module ALU(operand1, operand2, alu_ctrl, res, flag_zero);
    input [31:0]operand1;
    input [31:0]operand2;
    input [3:0]alu_ctrl;
    output reg [31:0]res;
    output reg flag_zero =0;
always @(operand1, operand2, alu_ctrl) 
begin
    case (alu_ctrl)  
      4'b0000:  res= operand1 & operand2;  
      4'b0001:  res= operand1 | operand2;  
      4'b0010:  res= operand1 + operand2;  
      4'b0011:  res= operand1 - operand2;  
      4'b0100:  res= operand1 * operand2;  
    endcase
    flag_zero = (res == 0)? 1 : 0;
end
endmodule  
==> flow/run.sh <==
#!/bin/bash
# OpenROAD 26Q1-2900-gdf79404cd8, Yosys 0.63+post, stock flow scripts
make -C /OpenROAD-flow-scripts/flow DESIGN_CONFIG=/design/flow/config.mk WORK_HOME=/design/flow/orfs finish
==> flow/config.mk <==
export PLATFORM = sky130hd
export DESIGN_NAME = ALU
export DESIGN_NICKNAME = ALU
export VERILOG_FILES = /design/flow/design.v
export SDC_FILE = /design/flow/constraint.sdc
export NUM_CORES = 4
export LEC_CHECK = 1
export CORE_UTILIZATION = 50
==> flow/constraint.sdc <==
current_design ALU

set clk_period 19.0
set clk_io_pct 0.2

create_clock -name clk0 -period $clk_period

set non_clock_inputs [all_inputs -no_clocks]
set_input_delay [expr $clk_period * $clk_io_pct] -clock clk0 $non_clock_inputs
set_output_delay [expr $clk_period * $clk_io_pct] -clock clk0 [all_outputs]
==> summary.txt <==
Notes on the flow outputs.

- The synthesis report gives the async set-or-reset register share as 0%.
- The area fraction of the largest cell type after synthesis is 40.4%.
- The count of input and output buffers is 101.
- The flip-flop and latch count after synthesis is 32.
- The max-slew headroom at the worst pin reads 42.8%.
- The cell-mix breakdown from Yosys lists the XOR/XNOR area share as 5.14%.
- In this run, synthesis inferred 0 flip-flops with an integrated enable.
- The report lists the number of standard-cell rows as 73.
- The pre-CTS worst setup slack is 2280 ps.
- The core box area is 0.0399 sq mm.
- The area share of and/or/nand/nor cells after synthesis reads 20.9%.
- Per the layout report, the design carries 3677 filler cells.
- The floorplan step set the die height to 203 um.
- The number of unconstrained endpoints reads 64.
- The effective utilization at floorplan is 50.8%.
- The overall fraction of global-route tracks in use reads 36.4%.
- The number of slew-limit violations in the final report is 0.
- The number of cells in the yosys synthesis report reads 2417.
- The nature of the critical path endpoint is a primary output.
- Per the hold report, the tightest min-delay path originates at operand1[31].
- The dominant cell type by count on the critical path is sky130_fd_sc_hd__fa_1.
- Among the non-sequential cells, adder cells take the most area.
- The predominant post-synthesis flop cell is sky130_fd_sc_hd__dlxtn_1.
- The overall chip area is 0.0414 sq mm.
- The slew of the pin with the lowest slew margin is 857 ps.
- The largest incremental delay on the critical path reads 890 ps.
- The proportion of synthesized area in mux cells reads 0.648%.
- The most instantiated logic cell after routing reads sky130_fd_sc_hd__fa_1.
- The top cell types in the final layout, fill and taps aside, are sky130_fd_sc_hd__fa_1 (409), sky130_fd_sc_hd__inv_1 (402), sky130_fd_sc_hd__and2_1 (311).
- Before any placement, the netlist area is recorded as 0.0203 sq mm.
- The finished layout holds 2958 standard cells, fillers aside.
- The ratio of routed vias to standard cells reads 5.64.
- The via count of the first global-routing pass is 17915.
- Measured along the x axis, the die boundary spans 203 um.
- The flip-flop count of the largest register, all copies and words added is 32.
- The first global-routing pass estimated 106000 um of wire.
- The tally of yosys warning messages is 1.
- The required time of the critical path is 15200 ps.
- Post-route period utilization is reported as 88.0%.
- The antenna diode instance count is 0.
- TritonRoute reported its final design rule violation total as 0.
- The adder-cell share of the synthesized area is 50.1%.
- Sorting the synthesized cells by area gives the leading types as sky130_fd_sc_hd__fa_1 (40%), sky130_fd_sc_hd__ha_1 (9.7%), sky130_fd_sc_hd__and2_1 (9.6%).
- The post-placement cell count reads 2958.
- The number of detailed-route iterations in the first pass reads 7.
- The synthesized netlist cell count reads 2417.
- The run reported a max-capacitance violation count of 0.
- The total via count after detailed routing is 16688.
- The layout cell share with drive strength beyond 1 reads 3.66%.
- The critical path launch point type is a primary input.
- After legalization and detailed placement, the total HPWL measured 50400 um.
- The weighted congestion at the end of routability-driven global placement reads 0.960.
- The number of top-level pins reads 101.
- Entering global routing, the biggest net connects 39 pins.
- The slowest stage of the critical path is the sky130_fd_sc_hd__clkdlybuf4s50_1 cell.
- Static timing analysis puts the maximum clock frequency at 59.8 MHz.
- Of all cell types, the one taking the most synthesized area is sky130_fd_sc_hd__fa_1.
- The final report gives the core utilization as 54.8%.
- The count of cell types in the netlist is 81.
- From the final report, the count of setup violators was given as 0.
- The number of logged tool warnings is 34.
- Setup repair after global routing left no endpoint under its margin.
- The worst hold-check path type reads in -> out.
- The initial antenna violation count reads 2.
- The start-to-end type of the worst setup path reads in -> out.
- The arrival time at the worst endpoint reads 12920 ps.
- The remaining global-route overflow is 0.
- The routed length per placed instance reads 22.6 um.
- The final hold violation count recorded for this run is 0.
- The flow ran to the end, and the final reports show no timing, DRC or antenna violations.
- Once detail routing completed, the nets flagged for antenna violations numbered 0.
- After routing, the total negative slack on setup checks comes to 0 ps.
- In this run, the number of DRC markers left after iteration 0 of detailed routing was 1030.
- The number of hold buffers added after CTS was 0.
- The and-or/or-and share of the synthesized area reads 10.6%.
- The post-cts gate resize count reads 0.
- The timer found 32 register pins that no clock reaches; their paths are not timed.
- The synthesis area per yosys reads 0.0203 sq mm.
- The routed wire length is 66900 um.
- The number of setup buffers added after CTS reads 0.
- The post-route minimum period is 16720 ps.
- The slack of the critical path is 2280 ps.
- The highest net fanout along the worst path is 15.
- The mean area per synthesized cell reads 8.39 sq um.
- The layout-stage area growth over the synthesis result is 7.84%.
- The origin of the worst setup path is operand1[10].
- The count of cells along the worst hold path is 5.
==> layout make-up <==
type,count,area [sq um],share of cell area [%]
sequential,32,480,2.20
timing repair buffer,163,1480,6.75
tap,525,657,3.00
inverter,402,1510,6.90
multi-input combinational,1836,17700,81.2
==> path summary, 6_finish.rpt <==
path | end | slack (ps)
worst max-delay path | flag_zero | 2280
worst min-delay path | flag_zero | 8820
==> cell families after synthesis <==
family | after synthesis
latches | 32
adder cells (fa/ha/maj) | 567
XOR/XNOR | 119
AND/OR/NAND/NOR | 822
buffers and inverters | 549
multiplexers | 13
AND-OR/OR-AND | 315
==> per-layer routing <==
layer / wire, um / global-route usage [%]
met4: 2490 / 10.3
met2: 27400 / 49.9
met5: 201 / 3.69
met3: 8680 / 16.4
met1: 28200 / 53.9
==> through the flow <==
step	hold WS, ps	cell area (sq um)
final	8820	21900
after global routing	8880	21900
after CTS	8840	21900
after detailed placement	8840	21900
after global placement	8840	21900
after floorplan	7800	20300
==> worst max-delay path, delay by kind of cell <==
| family | cells | cell delay [ps] |
|---|---|---|
| mux | 1 | 80 |
| simple gates | 7 | 1750 |
| buf+inv | 7 | 1930 |
| fa+ha+maj | 9 | 4240 |
| compound gates | 3 | 1100 |
==> cells in the mapped netlist (22+ instances only) <==
cell,number
sky130_fd_sc_hd__dlxtn_1,32
sky130_fd_sc_hd__nor3_1,26
sky130_fd_sc_hd__and2_1,311
sky130_fd_sc_hd__nor2_1,93
sky130_fd_sc_hd__inv_1,402
sky130_fd_sc_hd__clkbuf_1,129
sky130_fd_sc_hd__a21oi_1,80
sky130_fd_sc_hd__ha_1,157
sky130_fd_sc_hd__a21o_1,22
sky130_fd_sc_hd__nand2_1,278
sky130_fd_sc_hd__fa_1,409
sky130_fd_sc_hd__xnor2_1,75
sky130_fd_sc_hd__xor2_1,44
sky130_fd_sc_hd__o21ai_0,49
